==> flow/design.v <==
module Newclk(
input sysclk,
output reg clk,
output reg ledclk
);
reg [31:0] state1;
reg [31:0] state2;
parameter [31:0] divide1=32'd100000000;
parameter [31:0] divide2=32'd100000;
always @(posedge sysclk)
begin
if(state1==0)
clk<=~clk;
state1<=state1+32'd2;
if(state1>=divide1)
state1<=32'd0;
end
always @(posedge sysclk )
begin
if(state2==0)
ledclk<=~ledclk;
state2<=state2+32'd2;
if(state2>=divide2)
state2<=32'd0;
end
endmodule
==> flow/run.sh <==
#!/bin/bash
# OpenROAD 26Q1-2900-gdf79404cd8, Yosys 0.63+post, stock flow scripts
make -C /OpenROAD-flow-scripts/flow DESIGN_CONFIG=/design/flow/config.mk WORK_HOME=/design/flow/orfs finish
==> flow/config.mk <==
export PLATFORM = sky130hd
export DESIGN_NAME = Newclk
export DESIGN_NICKNAME = Newclk
export VERILOG_FILES = /design/flow/design.v
export SDC_FILE = /design/flow/constraint.sdc
export NUM_CORES = 4
export LEC_CHECK = 1
export CORE_UTILIZATION = 40
==> flow/constraint.sdc <==
current_design Newclk

set clk_period 4.6
set clk_io_pct 0.2

create_clock -name clk0 -period $clk_period [get_ports {sysclk}]

set non_clock_inputs [all_inputs -no_clocks]
set_input_delay [expr $clk_period * $clk_io_pct] -clock clk0 $non_clock_inputs
set_output_delay [expr $clk_period * $clk_io_pct] -clock clk0 [all_outputs]
==> ci_impl_report.md <==
## PnR job results

| Metric | Value |
|---|---|
| Crit path largest cell delay | `0.56 ns` |
| DR iter-0 viols | `70` |
| Mapped Avg Cell Area | `9.634 um2` |
| Final Cycle Share | `52.74%` |
| Total CTS buffers | `9` |
| CTS clk-pin slew, worst paths | `0.07 ns` |
| Fin Hold WS | `0.5106 ns` |
| Hpwl dp | `3075 um` |
| First-pass GRT wire length | `8376 um` |
| I/O pin cnt | `3` |
| Initial antenna violation count | `0` |
| Largest net degree at the start of global routing | `20` |
| Top area cell types | `dfxtp_1 (47%), nor3_1 (6.7%), xnor2_1 (6.3%)` |
| Arrival time worst endpoint | `2.62 ns` |
| Mapped Area | `2630 um2` |
| FF-to-FF setup slack | `2.17 ns` |
| Grt met1 use | `24.75%` |
| Hold_buf cts | `0` |
| Clock skew | `0.008148 ns` |
| Tmin final | `2.426 ns` |
| Post-CTS setup buffers | `0` |
| Endpoints failing hold | `0` |
| Fmax | `0.4122 GHz` |
| Number of H-tree levels | `3` |
| Number of port buffers | `2` |
| Top cells by count | `dfxtp_1 (62), nor3_1 (35), xnor2_1 (19), a211oi_1 (15)` |
| Setup crit end kind | `register` |
| CTS tree | `built` |
| Core area | `6350 um2` |
| Cell area power density | `363.5 nW/um2` |
| Worst slew margin | `60.16%` |
| Non-Filler Instances | `379` |
| Final Max-Slew Violation Tally | `0` |
| Worst-path maximum fanout | `16` |
| Seq share, synth | `49.48%` |
| Final wirelength | `4708 um` |
| Ant. Diodes | `0` |
| Drt drc | `0` |
| Vias | `1977` |
| Final antenna-violating net count | `0` |
| Floorplan Utilization | `41.42%` |
| RSZ-0062 raised after global routing | `false` |
| OpenROAD warning count | `27` |
| Bufs on Longest Clock Path | `2` |
| Flops after synth | `64` |
| Dpl cells | `363` |
| GRT Overall Usage | `14.66%` |
| Routability cong. | `0.8064` |
| Hold WC Path Type | `reg -> reg` |
| Crit Path Category | `reg -> reg` |
| Ys cells | `273` |
| Most common cell in the netlist | `dfxtp_1` |
| Drt wl/cell | `12.42 um` |
| Peak VDD IR | `219.1 uV` |
| CTS sink cnt | `64` |
| Router iterations before antenna repair | `4` |
| Gr busiest metal | `met1` |
| Critical path's slowest cell | `or4_1` |
| Worst Path Required | `4.79 ns` |
| Post-CTS sizing | `0` |
| Layout cell share with drive strength beyond 1 | `7.947%` |
| Yosys cell types | `37` |
| Congestion Overflow GR | `0` |
| Crit path launch type | `register` |
| Count of library flops with an enable pin | `2` |
| Met3 usage | `2.422%` |
| Top delay family on crit path | `simple AND/OR/NAND/NOR gates` |
| Vias in the first global route | `1749` |
| Cells after Synth | `273` |
| Setup violators final | `0` |
| P_leak | `0.0009369 uW` |
| Die Height | `83.09 um` |
| Area leader, netlist | `dfxtp_1` |
| Worst slew pin tran | `0.5965 ns` |
| Die Wd | `83.09 um` |
| Ys Warns | `1` |
| # fillers | `594` |
| Area growth syn-to-layout | `13.89%` |
| Chip area | `6903 um2` |
| Worst path cell trace | `or4_1, or3_4, o31ai_4, buf_4, a211oi_1` |
| Late-Pin Clk Latency | `0.34 ns` |
| Final Instance Area | `2995 um2` |
| Met2 GRT Util | `20.34%` |
| Num rows | `29` |
| Bufs and invs on worst path | `1` |
| Status | `finished, final reports clean` |
| Prevailing post-synth register cell | `dfxtp_1` |
| Root Driver | `clkbuf_8` |
| Max Cap Viol | `0` |
| DP Area | `2774 um2` |
| Asr flop ratio synth | `0%` |
| Fin Setup TNS | `0 ns` |
| Yosys stat area | `2630 um2` |
| Via/cell ratio | `5.216` |
| Top-area cell share | `47.19%` |
[final cells by class]
type                            instances  area [um2]  share of cell area, %
Clock buffer                           10       148.9                  4.971
Clock inverter                          6       72.57                  2.423
Inverter                               14       52.55                  1.754
Multi-Input combinational cell        203        1281                  42.77
Sequential cell                        64        1301                  43.44
Tap cell                               77       96.34                  3.216
Timing Repair Buffer                    5       42.54                  1.420
[metrics by stage]
stage	util (%)	power (uW)	worst slack (ns)
2_1_floorplan	-	585.2	2.538
3_3_place_gp	43.68	586.9	2.207
3_5_place_dp	43.68	587.2	2.191
4_1_cts	47.17	1105	2.182
5_1_grt	47.17	1131	2.033
6_report	47.17	1089	2.174
[kinds of logic (layout without fill, tap and decap cells)]
family / count (synthesis) / after routing / synth area share, %
simple gates: 120 / 120 / 26.12
flops: 64 / 64 / 49.48
other cells: 1 / 20 / 0.1426
buf+inv: 25 / 35 / 4.709
xor+xnor: 24 / 24 / 7.992
fa+ha+maj: 4 / 4 / 1.903
compound gates: 35 / 35 / 9.658
[power breakdown]
group,switching (uW),leakage (uW),internal (uW)
Clock,225,0.000109,289
Sequential,2.94,0.000528,566
Combinational,3.68,0.000300,1.65
[worst min-delay path: cells and delay by family, from the launching register on]
| kind | cells | cell delay, ns |
|---|---|---|
| buffers and inverters | 1 | 0.06 |
| flip-flops | 1 | 0.34 |
| AND-OR/OR-AND | 1 | 0.06 |
[per-layer routing]
layer | part of all wire (%) | wire length [um]
met1 | 53 | 2502
met2 | 43 | 2035
met3 | 2.1 | 101
met4 | 1.4 | 68
met5 | 0 | 0
[state kept, by name (all words and copies together), names as in the netlist]
signal  cells
state1     31
state2     31
clk         1
ledclk      1
[cell usage in the layout, fill, tap and decap left out, types with 3 or more instances in the layout]
cell,count
a211oi_1,14
a21oi_1,3
and3_1,5
buf_4,3
clkbuf_8,9
conb_1,20
dfxtp_1,62
ha_1,4
inv_1,14
inv_6,3
nand2_1,10
nand3_1,14
nand4_1,9
nor2_1,9
nor3_1,35
nor4_1,12
o21ai_0,7
o31ai_1,5
or3_1,8
or4_1,8
xnor2_1,19
xor2_1,5
[path summary, 6_finish.rpt]
path / start / end / cells past startpoint
setup / recovery: state1[17]$_SDFF_PP0_ / state1[25]$_SDFF_PP0_ / 5
setup reg to reg: state1[17]$_SDFF_PP0_ / state1[25]$_SDFF_PP0_ / 5
hold / removal: state1[26]$_SDFF_PP0_ / state1[26]$_SDFF_PP0_ / 2
hold reg to reg: state1[26]$_SDFF_PP0_ / state1[26]$_SDFF_PP0_ / 2
Power and IR drop assume default switching activity.
