==> ./config.mk <==
export PLATFORM = sky130hd
export DESIGN_NAME = digitube_scan
export DESIGN_NICKNAME = digitube_scan
export VERILOG_FILES = /design/flow/design.v
export SDC_FILE = /design/flow/constraint.sdc
export NUM_CORES = 4
export LEC_CHECK = 1
export CORE_AREA = 10 10 70 70
export DIE_AREA = 0 0 80 80
==> ./constraint.sdc <==
current_design digitube_scan

set clk_period 1.6
set clk_io_pct 0.2

create_clock -name clk0 -period $clk_period

set non_clock_inputs [all_inputs -no_clocks]
set_input_delay [expr $clk_period * $clk_io_pct] -clock clk0 $non_clock_inputs
set_output_delay [expr $clk_period * $clk_io_pct] -clock clk0 [all_outputs]
==> ./design.v <==
module digitube_scan(digi_in,digi_out1,digi_out2,digi_out3,digi_out4);
input [11:0] digi_in;	 
output [6:0] digi_out1;	 
output [6:0] digi_out2;	 
output [6:0] digi_out3;	 
output [6:0] digi_out4;	 
assign digi_out1=(digi_in[11:8]==4'b0001)?digi_in[6:0]:7'b1111111;
assign digi_out2=(digi_in[11:8]==4'b0010)?digi_in[6:0]:7'b1111111;
assign digi_out3=(digi_in[11:8]==4'b0100)?digi_in[6:0]:7'b1111111;
assign digi_out4=(digi_in[11:8]==4'b1000)?digi_in[6:0]:7'b1111111;
endmodule
==> ./run.sh <==
#!/bin/bash
# OpenROAD 26Q1-2900-gdf79404cd8, Yosys 0.63+post, stock flow scripts
make -C /OpenROAD-flow-scripts/flow DESIGN_CONFIG=/design/flow/config.mk WORK_HOME=/design/flow/orfs finish
==> notes.md <==
run metrics: Unique cell types 6, vias in the first global route 505, Setup Crit Path Kind input pin to primary output, yosys warning tally 0, Filler cells 380, DRT Pass-1 Iters 4, routed wire length 1.70 mm, post-route DRC violation count 0, first-pass GRT wire length 2.64 mm, Post-Layout Cell Count 139, initial cell density of the core 0.0824, Worst VDD drop 0.0286 mV, gp weighted congestion 0.776, RSZ-0062 raised after global routing false, largest net degree at the start of global routing 6, Slew Viols, Final 0, Worst Hold Class input pin to primary output, upper clock frequency limit 660 MHz, met3 Use GR 0, Seq cells 0, Final HPWL DP 1.43 mm, area fraction in mux cells 0, xor/xnor share 0, final hold violations 0, status finished, final reports clean, share of cells above drive strength 1 0.559, routed len/inst 12.3 µm, final period utilization 0.948, endpoints failing setup 0, synthesized area per cell 8.28 µm², Netlist Area Pre-Place 282 µm², Logic area 307 µm², Worst Tran Pin Value 0.206 ns, Buffers on Ports 39, vias per cell 3.23, Final Power 0.119 mW, GRT met2 Usage 0.104, Vias 449, post-synthesis adder-cell area fraction 0, Placed Cells incl. Taps 130, P_leak 0.305 nW, cts hold-fix bufs 0, crit start category input pin, WHS 1.19 ns, n_diodes 0, crit path capture type primary output, crit path time final 1.52 ns, total congestion overflow 0, yosys simple share 1.00, design area 823 µm², global routing's busiest layer met2, Core Rows 21, OpenROAD warnings 33, clkbuf count 0, Yosys chip area 282 µm², GRT Resource Usage Total 0.0503, complex-gate fraction of the synthesized area 0, Die Span Y 80 µm, Top logic family simple AND/OR/NAND/NOR gates, area delta synth->final 192%, DRT iter0 DRCs 11, core area 3420 µm², Critical Path AT 1.20 ns, Post-DRT Antenna Nets 0, placed inst area 812 µm², grt met1 use 0.0587, Slew headroom 0.862, initial antenna violation count 0, flip-flop and latch area 0 µm², worst-path fanout max 5, DIE WIDTH 80 µm, Power Dens Cells 145 nW/µm², Max Cap Viol 0, cells in synth_stat.txt 34, Synth Instances 34, CP required 1.28 ns, Layout Utilization 0.241, Synth Seq Share 0, chip area 6400 µm², # IOs 40
metal layers:
layer	share of wire	wire length, µm	up-vias
met4	0	0	0
met5	0	0	-
met3	0.0065	11	0
li1	-	-	234
met2	0.63	1070	4
met1	0.36	620	211
where the power goes:
part	internal, mW	leakage, nW	switching, mW
clock	0	0	0
combinational	0.0748	0.305	0.0443
sequential	0	0	0
cell usage after synthesis:
cell type | count | area, µm²
nand2b_1 | 25 | 156
nor4b_4 | 4 | 95.1
nand3b_1 | 2 | 15.0
nand2_1 | 1 | 3.75
nor3_1 | 1 | 5.00
nor4_1 | 1 | 6.26
path summary, 6_finish.rpt:
check | start | depth (start not counted) | slack [ns] | end
max | digi_in[9] | 6 | 0.08 | digi_out3[2]
min | digi_in[10] | 4 | 1.19 | digi_out3[0]
repair_timing:
| action | 4_1_cts | 5_1_grt |
|---|---|---|
| setup endpoints to repair | 28 | 23 |
| pin swaps | 8 | 6 |
| gates cloned | 0 | 0 |
| setup buffers | 12 | 0 |
| resized | 109 | 2 |
metrics by stage:
stage | setup WS (ns) | setup TNS [ns]
2_1_floorplan | 0.536 | 0
3_5_place_dp | -0.570 | -15.20
6_report | 0.0837 | 0
4_1_cts | 0.00657 | 0
3_3_place_gp | -0.548 | -14.93
5_1_grt | 0.0116 | 0
layout make-up:
type	instances	area share
Timing Repair Buffer	59	0.558
Multi-Input combinational cell	34	0.372
Tap cell	46	0.0699
logic make-up after synthesis:
group / Yosys count
and+or+nand+nor: 34
critical path, stage by stage:
cell and delay, ns:
buf_2 0.16, nor4b_4 0.28, buf_4 0.17, buf_6 0.10
nand2b_1 0.05, buf_2 0.12
layout by cell type (no fill, tap or decap):
cell type	synthesis	final
nor4b_4	4	4
dlygate4sd2_1	0	3
nand2b_4	0	1
nor4_2	0	1
clkdlybuf4s50_1	0	6
buf_4	0	9
nand2b_1	25	24
nor3_4	0	1
buf_2	0	24
clkdlybuf4s15_1	0	5
nand3b_1	2	2
buf_6	0	12
nand2_1	1	1
Power is estimated from default activity; no workload was simulated.
